==> design/flow/run.sh <==
#!/bin/bash
# OpenROAD 26Q1-2900-gdf79404cd8, Yosys 0.63+post, stock flow scripts
make -C /OpenROAD-flow-scripts/flow DESIGN_CONFIG=/design/flow/config.mk WORK_HOME=/design/flow/orfs finish
==> design/flow/config.mk <==
export PLATFORM = sky130hd
export DESIGN_NAME = MEMORY
export DESIGN_NICKNAME = MEMORY
export VERILOG_FILES = /design/flow/design.v
export SDC_FILE = /design/flow/constraint.sdc
export NUM_CORES = 4
export LEC_CHECK = 1
export CORE_UTILIZATION = 50
export SYNTH_MEMORY_MAX_BITS = 65536
==> design/flow/constraint.sdc <==
current_design MEMORY

set clk_period 8.7
set clk_io_pct 0.2

create_clock -name clk0 -period $clk_period [get_ports {clk}]

set non_clock_inputs [all_inputs -no_clocks]
set_input_delay [expr $clk_period * $clk_io_pct] -clock clk0 $non_clock_inputs
set_output_delay [expr $clk_period * $clk_io_pct] -clock clk0 [all_outputs]
==> design/flow/design.v <==
`timescale 1ns / 1ps
module MEMORY (
				input clk,
				input wire [31:0] addr,  
				input wire [31:0] dataIn,  
				input wire write,  
				output reg [31:0] dataOut);  
	reg [31:0] mem [0:199];  
	initial begin  
		mem[0] = 32'h00008024;
		mem[1] = 32'h00008824;
		mem[2] = 32'h2017031C;
		mem[3] = 32'h8EE80000;
		mem[4] = 32'h1100FFFE;
		mem[5] = 32'h00000000;
		mem[6] = 32'h00112020;
		mem[7] = 32'h20050006;
		mem[8] = 32'h0C000013;
		mem[9] = 32'h00000000;
		mem[10] = 32'h0050C825;
		mem[11] = 32'h00192020;
		mem[12] = 32'h20050008;
		mem[13] = 32'h0C000013;
		mem[14] = 32'h00000000;
		mem[15] = 32'h0048C825;
		mem[16] = 32'hAEF90000;
		mem[17] = 32'h0C00001A;
		mem[18] = 32'h00000000;
		mem[19] = 32'h00842020;
		mem[20] = 32'h20A5FFFF;
		mem[21] = 32'h14A0FFFD;
		mem[22] = 32'h00000000;
		mem[23] = 32'h00041020;
		mem[24] = 32'h03E00008;
		mem[25] = 32'h00000000;
		mem[26] = 32'h2009004F;
		mem[27] = 32'h12090004;
		mem[28] = 32'h00000000;
		mem[29] = 32'h22100001;
		mem[30] = 32'h08000003;
		mem[31] = 32'h00000000;
		mem[32] = 32'h2009003B;
		mem[33] = 32'h12290005;
		mem[34] = 32'h00000000;
		mem[35] = 32'h22310001;
		mem[36] = 32'h00008020;
		mem[37] = 32'h08000003;
		mem[38] = 32'h00000000;
		mem[39] = 32'h00008020;
		mem[40] = 32'h00008820;
		mem[41] = 32'h08000003;
		mem[42] = 32'h00000000;
		mem[199] = 32'hffffffff;
	end
	reg [31:0] d[0:3];  
	always @(posedge clk) begin
		if (write) begin
			case(addr)
				32'hF000_0000: d[0] = dataIn;  
				32'hF000_0004: d[1] = dataIn;
				32'hE000_0000: d[2] = dataIn;  
				32'hE000_0004: d[3] = dataIn;
			endcase
		end
	end
	always @* begin
		case(addr)
			32'hF000_0000: dataOut = d[0];
			32'hF000_0004: dataOut = d[1];
			32'hE000_0000: dataOut = d[2];
			32'hE000_0004: dataOut = d[3];
			default: dataOut = mem[addr[15:2]];
		endcase
	end	
endmodule
module MCPU_MCPU_sch_tb();
   reg reset;
   reg clk;
   reg MIO_ready;
   reg INT;
   wire [31:0] Data_in;
   wire [4:0] state;
   wire [31:0] Inst_out;
   wire [31:0] Data_out;
   wire [31:0] Addr_out;  
   wire [31:0] PC_out;
   wire mem_w;
   wire CPU_MIO;
   Multi_CPU UUT (
		.state(state), 
		.inst_out(Inst_out), 
		.Data_out(Data_out), 
		.Addr_out(Addr_out), 
		.reset(reset), 
		.clk(clk), 
		.MIO_ready(MIO_ready), 
		.mem_w(mem_w), 
		.PC_out(PC_out), 
		.CPU_MIO(CPU_MIO), 
		.INT(INT), 
		.Data_in(Data_in)
   );
	MEMORY mmr(
		.clk(~clk),
		.addr(Addr_out),
		.dataIn(Data_out),
		.write(mem_w),
		.dataOut(Data_in)
	);
	initial begin	
		reset = 1'b1;
		clk = 1'b1;
		MIO_ready = 1'b1;
		INT = 1'b0;
		#100;
		reset = 1'b0;
	end
	always @* #50 clk <= ~clk;
endmodule
==> run summary <==
The following summarizes the physical implementation.

Floorplan
The number of placed I/O pins is 98. According to the floorplan log, the row count is 40. The floorplan step records an initial core utilization of 0.518.

The area of the core is 12200 um2. Measured along the y axis, the die boundary spans 114 um. In this run the full chip footprint comes out at 13000 um2.

In this run the horizontal extent of the chip is 114 um.

Min path
The type of the worst min-delay path is in -> reg.

Detailed routing
The first detailed-routing pass ran for 5 iterations. Across all layers, the routed design uses 4777 vias. In the final routed layout, each cell accounts on average for 21.4 um. The total wire length after detailed routing is 16400 um. The per-cell via count in the routed design is 6.23.

The starting DRC count in detailed routing is 309. The remaining routing DRC violations is 0. The routed design ends up with an antenna cell count of 0. The tally of nets with antenna violations remaining after routing is 0.

Power and ir drop
The peak supply drop is 0.165 mV. The power report puts the leakage power at 2.51 nW. The power density of the placed cells is 185 nW/um2. The sum of internal, switching and leakage power is 1.48 mW.

Global route
Entering global routing, the biggest net connects 44 pins. Looking at the global route congestion table, the highest-usage layer is met1. The fraction of met2 tracks used by global routing is 0.410. The number of antenna violations at the first check in global routing is 0.

The overall routing resource usage is 0.285. The total global routing overflow is 0. The met1 usage in global routing is 0.443. The first-pass GRT wire length is 25600 um.

The number of global-route vias before repair is 4882. Routing resource usage on met3 recorded by global route was 0.125.

Placement
Per the post-place timing report, worst setup slack is 1930 ps. The count of input and output buffers is 97. The sum of net half-perimeters after detailed placement is 10600 um. The detailed placer reported the number of placed instances as 735. Routability-driven placement finished with a final weighted congestion of 0.942.

Logic synthesis
The adder-cell area share of the yosys netlist is 0.0119. The total cells reported by yosys after synthesis is 496. The instance count of the mapped netlist is 496. The share of synthesized area in the top cell type comes to 0.610.

The synthesis run shows the most used standard cells to be edfxtp_1, a22oi_1, a21oi_1, clkbuf_1, nand2_1. The leading register cell type out of synthesis is edfxtp_1. The synthesis run identifies the leading combinational cell family as AND-OR/OR-AND gates.

The chip area line of the yosys report is 6300 um2. The number of enable flip-flop cells is 128. Yosys reports the multiplexer fraction of the synthesized area as 0.0300.

The netlist area before placement is 6300 um2. For this run the top cell type by instance count after synthesis was edfxtp_1. The share of flip-flops with an asynchronous set or reset after synthesis is 0. The register bit count reported by yosys is 128. Yosys mapped the design onto 58 distinct sky130hd cell types.

Summed over all instances, the cell type with the most area after synthesis is edfxtp_1. The cell-mix breakdown from Yosys lists the compound-gate area share as 0.219. Of the synthesized area, sequential elements account for 0.610.

Of the total synthesized cell area, the portion taken by AND, OR, NAND and NOR gates is 0.0934. A synthesized cell averages 12.7 um2. The synthesis report lists the most area-consuming cells as edfxtp_1, a22oi_1, a21oi_1. The xor/xnor share of the synthesized area is 0.00139. The synthesis warning total is 2.

Clock network
Post-CTS repair changed the size of 0 cells. The number of clock buffers added by TritonCTS is 17. The number of H-tree branching levels is 4. Looking at the worst setup and hold paths, the clock pins of their registers show a slew of 60 ps. The number of buffers on the longest clock path is 2.

The cts-stage hold buffer count is 0. Per the CTS log, the root buffer master is clkbuf_16. The buffers inserted during post-CTS setup optimization is 0. TritonCTS built the clock tree. The clock net sink count is 128.

STA
Max-slew check failures listed in the final report amount to 0. Timing would allow up to 145 MHz. The worst path meets setup with 1820 ps of slack. The post-route clock period utilization is 0.791. Setup repair after global routing left no endpoint under its margin. The minimum clock period is 6880 ps. For the pin with the worst max-slew slack, the measured transition is 972 ps. The total negative setup slack is 0 ps. The tightest slew margin relative to the limit is 0.350. The hold violation total from the final report is 0. The total setup violations reported at the end of the flow is 0.

Critical path
The critical path data required time is 6960 ps. The cell with the largest stage delay on the worst path is nand2_1. The element type at the critical path end is a primary output. The largest fanout on the critical path is 43. The sort of element at the start of the critical path is a primary input.

In the setup report, the worst path falls into the class in -> out. The stage delay of the slowest cell on the critical path is 710 ps. Counting both buffers and inverters, the worst setup path holds a total of 3. The most frequent cell on the critical path is clkdlybuf4s50_1. Per STA, the worst path is made up of clkdlybuf4s50_1 -> buf_4 -> nor4_4 -> and4_1 -> nand2_1 -> o22a_1 -> a21oi_1 -> clkdlybuf4s50_1. The kind of cell adding the most delay to the critical path is simple AND/OR/NAND/NOR gates.

STA puts the critical path data arrival time at 5140 ps.

Cells and area
The final report lists a non-filler cell total of 767. The number of flip-flops in the largest register is 128. The number of filler cells placed in the layout is 911. The share of cells above drive strength 1 is 0.120. The area taken by multi-input combinational cells is reported as 2260 um2. The sequential cells in the finished layout cover a total of 3840 um2.

The layout overhead on the synthesized area is 27.3%.

Flow run
The number of logged tool warnings is 31. Across the run, the number of max-cap violations was 0.

Outcome
The run finished with clean final reports.
area by class of cell:
type                       count  share of cell area
multi-input combinational    316               0.282
sequential                   128               0.480
timing repair buffer         116               0.139
inverter                       7             0.00328
tap                          168              0.0262
clock buffer                  17              0.0531
clock inverter                15              0.0169
worst paths after layout:
| kind | slack [ps] | cells past startpoint | start | endpoint |
|---|---|---|---|---|
| worst max-delay path | 1820 | 8 | addr[4] | dataOut[2] |
| worst min-delay path | 1950 | 1 | dataIn[27] | d[2][27]$_DFFE_PP_ |
layer usage:
| layer | part of all wire | up-vias |
|---|---|---|
| met3 | 0.10 | 20 |
| met4 | 0.021 | 0 |
| met1 | 0.41 | 2277 |
| met2 | 0.46 | 266 |
| met5 | 0 | - |
| li1 | - | 2214 |
cells in the final DEF, fill, tap and decap left out, types with 7 or more instances in the layout:
cell type	n
a21oi_1	28
a22oi_1	62
buf_4	19
clkbuf_16	17
clkdlybuf4s50_1	97
edfxtp_1	128
inv_1	7
mux2i_1	11
nand2_1	23
nand3_1	9
nor2_1	12
nor2b_1	8
nor3_1	8
o21a_1	11
o21ai_0	16
o221ai_1	13
o22a_1	11
o22ai_1	7
per-stage QoR:
step	utilization	instance area (um2)	hold WS, ps
floorplan	-	6300	1840
global placement	0.613	7450	2360
detailed placement	0.613	7450	2370
CTS	0.659	8020	1940
global route	0.659	8020	1950
finish	0.659	8020	1950
power breakdown:
group	total [mW]	internal (mW)	switching [mW]
clock	0.656	0.395	0.260
combinational	0.149	0.0766	0.0728
sequential	0.678	0.678	0.0000000000608
total	1.48	1.15	0.333
cells by family (layout without fill, tap and decap cells):
kind of cell | after synthesis | in the layout
flops | 128 | 128
mux | 17 | 17
xor+xnor | 1 | 1
simple gates | 102 | 102
fa+ha+maj | 6 | 6
buf+inv | 52 | 155
compound gates | 190 | 190
Power is estimated from default activity; no workload was simulated.
